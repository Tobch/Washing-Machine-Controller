==> flow/design.v <==
module washing_machine_controller(
    input clk,
    input reset,
    input power_button,
    input start_button,
    input [1:0] cycle_select,  
    input [1:0] water_level_select,  
    input [1:0] temp_select,  
    input [1:0] spin_speed_select,  
    input lid_closed,
    input water_full,
    input load_balanced,
    input delay_start,  
    output reg motor_on,
    output reg water_pump_on,
    output reg alarm,
    output reg door_locked,
    output reg power_led,
    output reg cycle_led,  
    output reg [7:0] timer,  
    output reg end_of_cycle_alarm
);
    reg [3:0] current_state, next_state;
    parameter POWER_OFF = 4'b0000;
    parameter IDLE = 4'b0001;
    parameter FILLING = 4'b0010;
    parameter WASHING = 4'b0011;
    parameter RINSING = 4'b0100;
    parameter SPINNING = 4'b0101;
    parameter END_CYCLE = 4'b0110;
    parameter ERROR = 4'b0111;
    always @(posedge clk or posedge reset) begin
        if (reset) begin
            current_state <= POWER_OFF;
            timer <= 8'd0;
        end else begin
            current_state <= next_state;
            if (timer > 0) timer <= timer - 1;
        end
    end
    always @(*) begin
        motor_on = 0;
        water_pump_on = 0;
        alarm = 0;
        door_locked = 0;
        power_led = 0;
        cycle_led = 0;
        end_of_cycle_alarm = 0;
        next_state = current_state;  
        case (current_state)
            POWER_OFF: begin
                power_led = 0;
                if (power_button) begin
                    next_state = IDLE;
                end
            end
            IDLE: begin
                power_led = 1;
                if (start_button) begin
                    if (lid_closed && load_balanced) begin
                        door_locked = 1;
                        if (delay_start) begin
                            next_state = IDLE;  
                        end else begin
                            next_state = FILLING;
                        end
                    end else begin
                        alarm = 1;  
                        next_state = ERROR;
                    end
                end
            end
            FILLING: begin
                water_pump_on = 1;
                if (water_full) begin
                    next_state = WASHING;  
                end
            end
            WASHING: begin
                motor_on = 1;
                case (cycle_select)
                    2'b00: timer = 8'd5;  
                    2'b01: timer = 8'd10;  
                    2'b10: timer = 8'd15;  
                    2'b11: timer = 8'd8;  
                endcase
                if (timer == 0) next_state = RINSING;  
            end
            RINSING: begin
                motor_on = 1;
                next_state = SPINNING;  
            end
            SPINNING: begin
                motor_on = 1;
                case (spin_speed_select)
                    2'b00: timer = 8'd3;  
                    2'b01: timer = 8'd5;  
                    2'b10: timer = 8'd7;  
                endcase
                if (timer == 0) next_state = END_CYCLE;  
            end
            END_CYCLE: begin
                door_locked = 0;
                end_of_cycle_alarm = 1;  
                next_state = IDLE;  
            end
            ERROR: begin
                alarm = 1;  
                next_state = POWER_OFF;  
            end
            default: next_state = POWER_OFF;  
        endcase
    end
endmodule
==> flow/constraint.sdc <==
current_design washing_machine_controller

set clk_period 2.4
set clk_io_pct 0.2

create_clock -name clk0 -period $clk_period [get_ports {clk}]

set non_clock_inputs [all_inputs -no_clocks]
set_input_delay [expr $clk_period * $clk_io_pct] -clock clk0 $non_clock_inputs
set_output_delay [expr $clk_period * $clk_io_pct] -clock clk0 [all_outputs]
==> flow/config.mk <==
export PLATFORM = sky130hd
export DESIGN_NAME = washing_machine_controller
export DESIGN_NICKNAME = washing_machine_controller
export VERILOG_FILES = /design/flow/design.v
export SDC_FILE = /design/flow/constraint.sdc
export NUM_CORES = 4
export LEC_CHECK = 1
export CORE_AREA = 10 10 105 105
export DIE_AREA = 0 0 115 115
==> flow/run.sh <==
#!/bin/bash
# OpenROAD 26Q1-2900-gdf79404cd8, Yosys 0.63+post, stock flow scripts
make -C /OpenROAD-flow-scripts/flow DESIGN_CONFIG=/design/flow/config.mk WORK_HOME=/design/flow/orfs finish
==> CHANGELOG.md <==
## Implementation

* Cell area leaders: dfrtp_1 36%, dlxtn_1 11%, ha_1 9.5%
* Yosys warnings at 1
* Adder Share, Synth at about a tenth
* Synth area leader: dfrtp_1
* Status: did not finish
* Post-synth mux share at under 10%
* Simple-Gate Area Share at between 10% and 20%
* Synth top area share at between 30% and 40%
* XOR Share, Synth at less than 1%
* Ys cells at roughly 100
* YS chip area at around 0.0011 mm2
* Synth cell types at 31
* Synth flops at 24
* AO/OA Area Share at a little over a tenth
* Stop stage: synthesis
* Log Error: ERROR: Found 8 problems in 'check -assert'.
* Main logic family after synthesis: simple AND/OR/NAND/NOR gates
==> cells in the mapped netlist <==
cell type	n
buf_1	1
buf_2	1
buf_4	1
nand2b_1	3
or2_2	1
dlxtn_1	8
inv_1	12
o31ai_1	3
nor4b_4	1
dfrtp_1	15
xnor2_1	1
and3_1	5
dfstp_2	1
nor3b_2	1
nand2_1	5
nand3_1	1
ha_1	8
or2_0	1
o21ai_1	3
and4_1	2
nor3_1	2
or4_1	2
nor2_1	2
mux2i_1	4
or3_1	5
a31oi_1	2
a21oi_1	2
a21o_1	2
o21ai_0	6
conb_1	1
a221oi_1	1
==> cells by family after synthesis <==
family / after synthesis
other: 1
adder cells (fa/ha/maj): 8
flip-flops: 16
latches: 8
multiplexers: 4
AND/OR/NAND/NOR: 31
XOR/XNOR: 1
buffers and inverters: 15
AND-OR/OR-AND: 19
